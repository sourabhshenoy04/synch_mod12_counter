`./design.v`:
```
module d_flip_flop(input d,input clk, input reset,output reg q, output reg qb);
always @(posedge clk or posedge reset)
    begin
        if (reset)
        begin
            q = 1'b0; 
            qb= 1'b1; 
        end
        else
        begin
            q=d; 
            qb=~q; 
        end
    end
endmodule
module modulo12counter(clk,reset,q); 
input clk,reset;
output [3:0]q;
wire [3:0]qb;
wire w1,w2,w3,w4,w5,w6,w7,w8,w9;
d_flip_flop dff0(qb[0],clk,reset,q[0],qb[0]);
xor x0(w1 ,q[0],q[1]);
d_flip_flop dff1(w1,clk,reset,q[1],qb[1]);
and a0(w2,q[2],qb[1]);
and a1(w3,q[2],qb[0]);
and a2(w4,qb[3],qb[2],q[1],q[0]);
or o1(w5,w2,w3,w4);
d_flip_flop dff2(w5,clk,reset,q[2],qb[2]);
and a3(w6,q[3],qb[1]);
and a4(w7,q[3],qb[0]);
and a5(w8,q[2],q[1],q[0]);
or o2(w9,w6,w7,w8);
d_flip_flop dff3(w9,clk,reset,q[3],qb[3]);
endmodule
```
`./run.sh`:
```
#!/bin/bash
# OpenROAD 26Q1-2900-gdf79404cd8, Yosys 0.63+post, stock flow scripts
make -C /OpenROAD-flow-scripts/flow DESIGN_CONFIG=/design/flow/config.mk WORK_HOME=/design/flow/orfs finish
```
`./config.mk`:
```
export PLATFORM = sky130hd
export DESIGN_NAME = modulo12counter
export DESIGN_NICKNAME = modulo12counter
export VERILOG_FILES = /design/flow/design.v
export SDC_FILE = /design/flow/constraint.sdc
export NUM_CORES = 4
export LEC_CHECK = 1
export CORE_AREA = 10 10 70 70
export DIE_AREA = 0 0 80 80
```
`./constraint.sdc`:
```
current_design modulo12counter

set clk_period 1.4
set clk_io_pct 0.2

create_clock -name clk0 -period $clk_period [get_ports {clk}]

set non_clock_inputs [all_inputs -no_clocks]
set_input_delay [expr $clk_period * $clk_io_pct] -clock clk0 $non_clock_inputs
set_output_delay [expr $clk_period * $clk_io_pct] -clock clk0 [all_outputs]
```
==> changes_impl.md <==
## Implementation

* Die ar. at between 0.006 and 0.007 mm²
* Rel. slew slack at between 80% and 90%
* WP buf/inv at 1
* Largest net degree at the start of global routing at 9
* Core Area at about 0.0034 mm²
* Yosys warnings at 1
* Detailed Routing Iterations Pass 1 at 4
* Synth Cell Area at between 300 and 400 µm²
* Worst slew pin tran at around 0.30 ns
* Synth area leader: dfstp_2
* Routed WL at ~520 µm
* # clock sinks at 8
* Setup slack, reg-to-reg at between 0.4 and 0.5 ns
* Die width at roughly 80 µm
* Max VDD drop at roughly 0.00017 V
* Combinational share of power at under 10%
* N_diodes at 0
* Clock power frac at between 40 and 50%
* Critical-path cell with the highest stage delay: clkdlybuf4s50_1
* Class of the worst hold path: in -> async
* Number of synthesized flops with an enable pin at 0
* Row count at 21
* Syn Inst Count at 23
* FILL cells at about 390
* Yosys chip area at 302 µm²
* Worst Setup EP: q[3]
* Fin crit share at a little over nine tenths
* Critical path class: reg -> out
* # Cells Yosys at 23
* Global-route wire length before repair at just over 800 µm
* Final instance area at 437 µm²
* Dpl cells at ~70
* Number of max-cap violations at 0
* Asr flop ratio synth at 100%
* I/O pin count at 6
* Violation count after the first detailed-routing iteration at 7
* Area post-placement at around 380 µm²
* Highest Clock Rate at around 740 MHz
* Startpoint types: flip-flop
* Fp_density at 8.83%
* Share of post-route cells with drive strength above 1 at a little over a third
* Register share after synthesis at between 60% and 70%
* Tool warnings at 25
* Area share, top type at 34.9%
* Power Density at slightly above 900 mW/mm²
* CP cell instances: clkdlybuf4s50_1
* Switch Pwr at ~0.000076 W
* Vias in the first global route at 193
* Global Route Usage Sum at ~1.7%
* H-Tree Level Count at 1
* Routed wire per std cell at slightly below 7 µm
* Die extent in y at approximately 80 µm
* Clock Path Buffers at 2
* Critical Path End Type: primary output
* Reg2reg end: dff3.q$_DFF_PP0_
* Sequential share of power at 56.9%
* Crit path DAT at around 1.1 ns
* WP depth at 1
* Critical Path Start: dff3.q$_DFF_PP0_
* Clk latency of the worst-skew pair at ~0.25 ns
* Post-route insts no fill at roughly 77
* CTS buffer count at 3
* #FFs+latches synth at 8
* Reg2Reg Depth at 2
* Growth of design area from synthesis to finish at 44.8%
* Fin. max-slew vios at 0
* Crit-path max FO at 3
* PortBufs at 5
* DRC Markers at 0
* CTS root buf: clkbuf_4
* Crit-path leading delay family: buffers and inverters
* Final hold vios at 0
* Status: finished, final reports clean
* Vias at 186
* Vias/cell at about 2.4
* Post-route ant nets at 0
* Top_reg_cell synth: dfstp_2
* Lkg Pwr at 0.164 nW
* FF-to-FF Start: dff1.qb$_DFF_PP1_
* # setup viols final at 0
* Synth top cells by count: 4 x buf_4, 4 x dfrtp_1, 4 x dfstp_2
* CTS tree: yes
* Initial antenna violation count at 0
* Setup TNS at 0 ns
* Crit path largest cell delay at about 0.47 ns
* CP Data Required Time at between 1 and 1.5 ns
* Switching part of the total at a little under a fifth
* Routability cong. at 0.758
* RSZ-0062 raised after global routing: false
* Clock-pin slew on the worst setup and hold paths at ~0.050 ns
* Period minus WS final at 1.36 ns
* Hold Buf Count CTS at 0
* Total grt overflow at 0
* Distinct lib cells used at 12
* Largest cells by area: dfstp_2 35%, dfrtp_1 33%, buf_4 10%
* Clock Skew at 0.00338 ns
* Int Power at 0.000332 W
* Syn_area_per_cell at roughly 13 µm²
[repair_timing]
| action | CTS | global route |
|---|---|---|
| setup buffers | 4 | 0 |
| pin swaps | 0 | 0 |
| endpoints found under the setup margin | 3 | 2 |
| gates resized | 0 | 2 |
[worst min-delay path by stage]
stage	cells past startpoint	slack, ns	end	from
CTS	2	0.30	dff1.q$_DFF_PP0_	reset
global route	2	0.32	dff1.q$_DFF_PP0_	reset
finish	2	0.29	dff2.q$_DFF_PP0_	reset
[area by class of cell]
cell class	instances	area, µm²	share of cell area, %
Sequential cell	8	205	47.0
Inverter	3	11.3	2.58
Tap cell	46	57.6	13.2
Timing Repair Buffer	9	85.1	19.5
Multi-Input combinational cell	8	55.1	12.6
Clock buffer	3	22.5	5.16
[kinds of logic after synthesis]
group | synth area share, %
AND-OR/OR-AND | 7.88
flip-flops | 68.1
XOR/XNOR | 2.91
buffers and inverters | 13.7
AND/OR/NAND/NOR | 7.47
[sequential cells by signal, indices dropped and copies added, names as in the netlist]
name     count
dff0.q       1
dff0.qb      1
dff1.q       1
dff1.qb      1
dff2.q       1
dff2.qb      1
dff3.q       1
dff3.qb      1
[metal layers]
metal	GRT usage (%)	vias up	share of wire, %
met2	1.93	10	34
li1	-	90	-
met5	0	-	0
met1	1.96	86	47
met3	2.16	0	19
met4	0.352	0	0
[power groups by stage]
stage / sequential (W) / combinational (W) / clock [W]
after CTS: 0.000232 / 0.00000768 / 0.000174
after global routing: 0.000232 / 0.00000858 / 0.000194
final: 0.000232 / 0.00000725 / 0.000169
[stage by stage]
stage	hold slack [ns]	worst slack, ns	util, %	power, W
6_report	0.287	0.0427	12.8	0.000408
5_1_grt	0.324	0.0118	12.8	0.000435
4_1_cts	0.304	0.0135	12.6	0.000414
3_5_place_dp	0.405	0.222	11.1	0.000243
3_3_place_gp	0.405	0.231	11.1	0.000243
2_1_floorplan	0.0928	0.523	-	0.000239
[layout by cell type (no fill, tap or decap)]
| cell type | netlist | routed |
|---|---|---|
| a32oi_1 | 1 | 1 |
| buf_4 | 4 | 4 |
| nand2_1 | 1 | 1 |
| xor2_1 | 1 | 1 |
| o21ai_0 | 1 | 1 |
| dlymetal6s2s_1 | 0 | 2 |
| dfrtp_1 | 4 | 4 |
| or2_1 | 1 | 1 |
| dfstp_2 | 4 | 4 |
| clkbuf_4 | 0 | 3 |
| and2_1 | 1 | 1 |
| nand4_1 | 1 | 1 |
| inv_1 | 3 | 3 |
| clkdlybuf4s50_1 | 0 | 3 |
| a32o_1 | 1 | 1 |
Power and IR drop assume default switching activity.
