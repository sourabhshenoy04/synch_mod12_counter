==> flow/design.v <==
module d_flip_flop(input d,input clk, input reset,output reg q, output reg qb);
always @(posedge clk or posedge reset)
    begin
        if (reset)
        begin
            q = 1'b0; 
            qb= 1'b1; 
        end
        else
        begin
            q=d; 
            qb=~q; 
        end
    end
endmodule
module mod12counter(clk,reset,q, segment, ctrl);
input clk,reset;
output [3:0]q;
output reg [7:0] segment;
output reg [3:0] ctrl;
wire [3:0]qb;
wire w1,w2,w3,w4,w5,w6,w7,w8,w9;
integer i,j; 
reg clkdiv, clkdiv2, flag; 
initial begin
		i = 0;
		j = 0;
		clkdiv = 1'b0;
		clkdiv2 = 1'b0;
		flag = 1'b0;
end
always @(posedge clk) begin
		i = i+1; j = j+1;
		if (i == 2000000) begin
			clkdiv = ~clkdiv;
			i = 0;
		end
		if (j == 2000) begin
			clkdiv2 = ~clkdiv2;
			j = 0;
		end
end
always@(posedge clkdiv2) begin
	if (flag == 1'b0) begin
		ctrl = 4'b0111;
		case (q)
			4'd0:segment=8'b11111100;
			4'd1:segment=8'b01100000; 
			4'd2:segment=8'b11011010;  
			4'd3:segment=8'b11110010; 
			4'd4:segment=8'b01100110; 
			4'd5:segment=8'b10110110; 
			4'd6:segment=8'b10111110; 
			4'd7:segment=8'b11100000; 
			4'd8:segment=8'b11111110; 
			4'd9:segment=8'b11110110;  
			4'd10:segment=8'b11111100;
			4'd11:segment=8'b01100000;
			4'd12:segment=8'b01100000; 
		endcase
		flag = 1'b1;
	end
	else begin
ctrl = 4'b1011;
		case (q)
			4'd10:segment=8'b01100000;
			4'd11:segment=8'b01100000; 
			4'd12:segment=8'b01100000;  
			default: segment=8'b11111100;       
		endcase
		flag = 1'b0;
	end
end
d_flip_flop dff0(qb[0],clkdiv,reset,q[0],qb[0]);
xor x0(w1 ,q[0],q[1]);
d_flip_flop dff1(w1,clkdiv,reset,q[1],qb[1]);
and a0(w2,q[2],qb[1]);
and a1(w3,q[2],qb[0]);
and a2(w4,qb[3],qb[2],q[1],q[0]);
or o1(w5,w2,w3,w4);
d_flip_flop dff2(w5,clkdiv,reset,q[2],qb[2]);
and a3(w6,q[3],qb[1]);
and a4(w7,q[3],qb[0]);
and a5(w8,q[2],q[1],q[0]);
or o2(w9,w6,w7,w8);
d_flip_flop dff3(w9,clkdiv,reset,q[3],qb[3]);
endmodule
==> flow/run.sh <==
#!/bin/bash
# OpenROAD 26Q1-2900-gdf79404cd8, Yosys 0.63+post, stock flow scripts
make -C /OpenROAD-flow-scripts/flow DESIGN_CONFIG=/design/flow/config.mk WORK_HOME=/design/flow/orfs finish
==> flow/config.mk <==
export PLATFORM = sky130hd
export DESIGN_NAME = mod12counter
export DESIGN_NICKNAME = mod12counter
export VERILOG_FILES = /design/flow/design.v
export SDC_FILE = /design/flow/constraint.sdc
export NUM_CORES = 4
export LEC_CHECK = 1
export CORE_UTILIZATION = 30
==> flow/constraint.sdc <==
current_design mod12counter

set clk_period 7.5
set clk_io_pct 0.2

create_clock -name clk0 -period $clk_period [get_ports {clk}]

set non_clock_inputs [all_inputs -no_clocks]
set_input_delay [expr $clk_period * $clk_io_pct] -clock clk0 $non_clock_inputs
set_output_delay [expr $clk_period * $clk_io_pct] -clock clk0 [all_outputs]
==> flow_summary_export.csv <==
group,metric,value,unit
critical_path,crit_path_start_kind,"flop",
drt,drt_wl_total,7930,um
critical_path,cp_slowest_cell,"or4_1",
sta,rsz0062_at_grt,"no",
job,cap_viol_max_count,0,
cts,cts_hold_buffers,0,
placement,hpwlAfterDp,5790,um
critical_path,worst_ep_arrival_time,3210,ps
sta,fin_worst_skew,7.18,ps
power_and_ir_drop,share_clk_of_total_power,54.2,%
logic_synthesis,yosys_warnings,2,
critical_path,rrSetupSlack,4260,ps
drt,detailroute.via_count,3341,
drt,routedWlPerCell,11.9,um
critical_path,worstSetupEndpoint,"clkdiv2",
drt,antenna_left,0,
cts,clock_insertion_delay_worst_skew,330,ps
cts,buffers_inserted_by_post_cts_timing_repair,0,
power_and_ir_drop,peakVddDrop,0.106,mV
grt,grt_util_all_layers,11.2,%
logic_synthesis,synth_stat.cells,485,
cells_and_area,layout-drive-gt1-share,8.79,%
drt,drt-pass1-iter-count,4,
critical_path,timing.critical_path.required,7460,ps
sta,report.final.hold_viol_count,0,
cts,clk_transition_reported_paths,50,ps
logic_synthesis,syn_area_per_cell,8.95,um2
grt,grt_pass1_wl,13700,um
sta,setup_viol,0,
sta,setup_tns,0,ps
cells_and_area,syn_to_final_growth,12.5,%
cts,clock_path_buffers,2,
sta,tightestPinTransition,721,ps
die,core_area,14000,um2
sta,slew_headroom,51.5,%
die,die-height,122,um
grt,overflow,0,
critical_path,worst_reg2reg_endpoint,"clkdiv2",
power_and_ir_drop,intPower,0.626,mW
logic_synthesis,yosys_area,4340,um2
power_and_ir_drop,comb_power_share,0.2,%
placement,port-buffer-count,14,
die,die_area,15000,um2
logic_synthesis,synth-main-ff-cell,"dfxtp_1",
grt,grt_antenna_before_repair,0,
critical_path,reg2regPathDepth,6,
die,die_x,122,um
critical_path,critical_path_peak_fanout,9,
logic_synthesis,mappedNetlistArea,4340,um2
cts,ctsHtreeMaxLevel,3,
sta,endpoints_left_unconstrained,38,
grt,grt_pass1_vias,2943,
cts,cts_resized,0,
drt,n_antenna_cell,0,
drt,vias_per_cell,4.99,
logic_synthesis,synth.yosys.seq_area_share,41.8,%
logic_synthesis,enable_flop_cells,9,
sta,post-route-period-util,43.3,%
cells_and_area,summed_area_of_non_filler_cells_in_the_final_layout,4880,um2
die,io_pins,18,
logic_synthesis,netlist-cell-type-count,64,
sta,number_of_register_pins_that_no_clock_reaches,18,
cts,cts_root_buffer,"clkbuf_16",
critical_path,crit_path_end_kind,"flop",
run_status,run_status,"finished, final reports clean",
placement,weighted_congestion_at_the_end_of_routability_driven_global_placement,0.859,
cts,cts_made_buffers,9,
die,row_count,43,
placement,placedInstanceArea,4580,um2
logic_synthesis,async_flop_share,9.52,%
logic_synthesis,postSynthCellCount,485,
power_and_ir_drop,cellPowerDensity,158,nW/um2
logic_synthesis,synth.ff_latch_count,84,
critical_path,path_class,"reg2reg",
critical_path,worst_setup_path_startpoint,"j[6]",
job,log.warning_count,29,
worst_hold_path,hold_class,"reg2reg",
power_and_ir_drop,power.share.switching,19.0,%
critical_path,reg2reg_from,"j[6]",
power_and_ir_drop,p_leak,1.71,nW
drt,route.detailed.drc,0,
cts,clock_tree_from_tritoncts,"built",
grt,grt_start_max_net_pins,19,
sta,final_period_minus_worst_setup_slack,3240,ps
drt,detail_route.iter0.violations,247,
power_and_ir_drop,switchingPower,0.147,mW
sta,drv_slew,0,
critical_path,slowest_delay,680,ps
critical_path,timing.critical_path.cells,"nand4_4 > or4_1 > nor3_1 > mux2_2 > o31a_1 > nor4_4",
power_and_ir_drop,power_frac_seq,45.6,%
cells_and_area,finalCoreUtilization,34.9,%
die,initCoreUtil,31.0,%
sta,maxClockFrequency,308,MHz
logic make-up (layout without fill, tap and decap cells):
| logic type | after synthesis | count (layout) | share of synthesized area, % |
|---|---|---|---|
| simple gates | 213 | 213 | 27.6 |
| flops | 84 | 84 | 41.8 |
| xor+xnor | 62 | 62 | 12.5 |
| compound gates | 60 | 60 | 9.37 |
| buf+inv | 52 | 55 | 5.33 |
| fa+ha+maj | 7 | 7 | 2.02 |
| mux | 5 | 5 | 1.21 |
| other cells | 2 | 3 | 0.173 |
cell type report:
| type | count | area, um2 |
|---|---|---|
| inverter | 23 | 86.3 |
| timing repair buffer | 16 | 155 |
| fill | 1385 | 9100 |
| tap | 180 | 225 |
| clock buffer | 11 | 253 |
| sequential | 84 | 1820 |
| clock inverter | 5 | 51.3 |
| multi-input combinational | 350 | 2300 |
cells in the mapped netlist (8+ instances only):
| cell type | instances | area, um2 |
|---|---|---|
| clkbuf_1 | 13 | 48.8 |
| nand4_1 | 19 | 119 |
| edfxtp_1 | 9 | 270 |
| nor3_1 | 17 | 85.1 |
| dfxtp_1 | 67 | 1340 |
| nor4_1 | 14 | 87.6 |
| nand2_1 | 41 | 154 |
| a31oi_1 | 12 | 75.1 |
| a21oi_1 | 8 | 40.0 |
| xnor2_1 | 39 | 342 |
| nand3_1 | 31 | 155 |
| inv_1 | 23 | 86.3 |
| and3_1 | 9 | 56.3 |
| xor2_1 | 23 | 201 |
| nor2_1 | 37 | 139 |
| o21ai_0 | 12 | 60.1 |
sequential cells by signal, indices dropped and copies added, names as in the netlist:
register,cells
segment,7
dff1.qb,1
flag,1
j,32
clkdiv,1
dff2.qb,1
dff0.q,1
i,32
dff3.q,1
dff1.q,1
clkdiv2,1
dff2.q,1
dff0.qb,1
dff3.qb,1
ctrl,2
cells in the final DEF, fill, tap and decap left out, types with 3 or more instances in the layout:
cell,count
conb_1,3
mux2i_1,3
a21oi_1,8
a211oi_1,3
dfrtp_1,4
o21ai_0,12
nor4_1,14
xor2_1,23
clkinv_2,3
o2111ai_1,3
nand3_1,31
or2_2,7
nand2_1,41
nor4b_1,3
nand4_1,19
nor3_1,17
and3_1,9
and4_1,7
or3_1,4
xnor2_1,39
o31a_1,3
inv_1,23
clkdlybuf4s50_1,14
ha_1,7
dfstp_2,4
dfxtp_1,67
edfxtp_1,9
clkbuf_16,9
o22ai_1,3
a31oi_1,12
nor2_1,37
o31ai_1,4
stage by stage:
step / hold WS (ps) / worst slack, ps / std cells / total power, mW
2_1_floorplan: 451 / 4490 / 486 / 0.362
3_3_place_gp: 469 / 4320 / 653 / 0.361
3_5_place_dp: 485 / 4280 / 653 / 0.361
4_1_cts: 497 / 4270 / 669 / 0.785
5_1_grt: 520 / 4080 / 669 / 0.800
6_report: 489 / 4260 / 669 / 0.773
layer usage:
metal / vias to the layer above / wire length [um] / GRT usage (%)
met2: 53 / 3510 / 17.4
li1: 1731 / - / -
met5: - / 0 / 0
met1: 1547 / 4030 / 17.1
met4: 0 / 119 / 1.52
met3: 10 / 276 / 1.61
worst max-delay path, delay by kind of cell (launching register included):
kind | cells | cell delay (ps)
AND-OR/OR-AND | 1 | 270
flip-flops | 1 | 490
multiplexers | 1 | 370
AND/OR/NAND/NOR | 4 | 1760
power by group through the flow:
stage | clock (mW) | sequential (mW) | combinational [mW]
after global routing | 0.447 | 0.352 | 0.00161
final | 0.419 | 0.353 | 0.00135
after CTS | 0.431 | 0.352 | 0.00147
how the worst min path moves through the flow:
stage | startpoint | to | slack (ps) | cells after the start
final | j[31] | j[31] | 490 | 2
after global routing | i[12] | i[12] | 520 | 1
after CTS | j[31] | j[31] | 500 | 2
Power figures rest on the tool's default switching activity, not on a simulated workload.
